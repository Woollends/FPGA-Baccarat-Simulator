[flow/design.v]
module card7seg(input logic [3:0] SW, output logic [6:0] HEX0);
	always@(*)begin
		case(SW)
			4'b0001:HEX0=7'b0001000;  
			4'b0010:HEX0=7'b0100100;  
			4'b0011:HEX0=7'b0110000;  
			4'b0100:HEX0=7'b0011001;  
			4'b0101:HEX0=7'b0010010;  
			4'b0110:HEX0=7'b0000010;  
			4'b0111:HEX0=7'b1111000;  
			4'b1000:HEX0=7'b0000000;  
			4'b1001:HEX0=7'b0010000;  
			4'b1010:HEX0=7'b1000000;  
			4'b1011:HEX0=7'b1100001;  
			4'b1100:HEX0=7'b0011000;  
			4'b1101:HEX0=7'b0001001;  
			default:HEX0=7'b1111111;  
		endcase	
	end
endmodule
module datapath(input logic slow_clock, input logic  fast_clock, input logic resetb,
                input logic load_pcard1, input logic load_pcard2, input logic load_pcard3,
                input logic load_dcard1, input logic load_dcard2, input logic load_dcard3,
                output logic [3:0] pcard3_out,
                output logic [3:0] pscore_out, output logic [3:0] dscore_out,
                output logic [6:0] HEX5, output logic [6:0] HEX4, output logic [6:0] HEX3,
                output logic [6:0] HEX2, output logic [6:0] HEX1, output logic [6:0] HEX0);
	wire [3:0] pcard1_out;  
	wire [3:0] pcard2_out;
	wire [3:0] dcard1_out;
	wire [3:0] dcard2_out;
	wire [3:0] dcard3_out;
	wire [3:0] new_card;  
	dealcard DEALCARD(.clock(fast_clock), .resetb(resetb),.new_card(new_card));  
	reg4 pcard1(.card_toggle(load_pcard1),.load_card(new_card),.resetb(resetb),.slow_clock(slow_clock),.card_out(pcard1_out));  
	reg4 pcard2(.card_toggle(load_pcard2),.load_card(new_card),.resetb(resetb),.slow_clock(slow_clock),.card_out(pcard2_out));
	reg4 pcard3(.card_toggle(load_pcard3),.load_card(new_card),.resetb(resetb),.slow_clock(slow_clock),.card_out(pcard3_out));
	reg4 dcard1(.card_toggle(load_dcard1),.load_card(new_card),.resetb(resetb),.slow_clock(slow_clock),.card_out(dcard1_out));
	reg4 dcard2(.card_toggle(load_dcard2),.load_card(new_card),.resetb(resetb),.slow_clock(slow_clock),.card_out(dcard2_out));
	reg4 dcard3(.card_toggle(load_dcard3),.load_card(new_card),.resetb(resetb),.slow_clock(slow_clock),.card_out(dcard3_out));
	card7seg HEX0_display(.SW(pcard1_out), .HEX0(HEX0));  
	card7seg HEX1_display(.SW(pcard2_out), .HEX0(HEX1));
	card7seg HEX2_display(.SW(pcard3_out), .HEX0(HEX2));
	card7seg HEX3_display(.SW(dcard1_out), .HEX0(HEX3));
	card7seg HEX4_display(.SW(dcard2_out), .HEX0(HEX4));
	card7seg HEX5_display(.SW(dcard3_out), .HEX0(HEX5));
	scorehand scorehand_player(.card1(pcard1_out), .card2(pcard2_out), .card3(pcard3_out), .total(pscore_out));  
	scorehand scorehand_dealer(.card1(dcard1_out), .card2(dcard2_out), .card3(dcard3_out), .total(dscore_out));
endmodule
module reg4(input wire card_toggle,input wire [3:0] load_card,input wire resetb, input wire slow_clock, output reg [3:0] card_out);
	always_ff@(negedge slow_clock)begin  
		if(resetb==0)begin
		card_out<=4'b0000;
		end else if(card_toggle) begin
		card_out<=load_card;
		end else
		card_out<=card_out;
	end
endmodule
module dealcard(input logic clock, input resetb, output logic [3:0] new_card);
logic [3:0] dealer_card;
always_ff @(posedge clock)
  if (resetb == 0)
     dealer_card <= 1;  
  else
     if (dealer_card == 13)
	     dealer_card <= 1;
	  else 
	     dealer_card++;
assign new_card = dealer_card;
endmodule
module scorehand(input logic [3:0] card1, input logic [3:0] card2, input logic [3:0] card3, output logic [3:0] total);
	reg [3:0] scorevalue;
	wire [3:0] scorevalue1;  
	wire [3:0] scorevalue2;
	wire [3:0] scorevalue3;
	cardvalue cv1(card1,scorevalue1);  
	cardvalue cv2(card2,scorevalue2);
	cardvalue cv3(card3,scorevalue3);
		always@(*)begin
			total=(scorevalue1 + scorevalue2 + scorevalue3)% 10;  
		end
endmodule
module cardvalue(input wire [3:0] card, output reg [3:0] value);
	always@(*)begin
		case(card)  
			4'b0001:value=4'b0001;
			4'b0010:value=4'b0010;
			4'b0011:value=4'b0011;
			4'b0100:value=4'b0100;
			4'b0101:value=4'b0101;
			4'b0110:value=4'b0110;
			4'b0111:value=4'b0111;
			4'b1000:value=4'b1000;
			4'b1001:value=4'b1001;
			default:value=4'b0000;
		endcase
	end
endmodule
module statemachine(input logic slow_clock, input logic resetb,
                    input logic [3:0] dscore, input logic [3:0] pscore, input logic [3:0] pcard3,
                    output logic load_pcard1, output logic load_pcard2, output logic load_pcard3,
                    output logic load_dcard1, output logic load_dcard2, output logic load_dcard3,
                    output logic player_win_light, output logic dealer_win_light);
	reg [2:0] state;  
	always_ff@(posedge slow_clock)begin  
		if(resetb==0)begin
		state=3'b000;  
		end else begin
			case(state)
				3'b000:state<=3'b001;   
				3'b001:state<=3'b010;
				3'b010:state<=3'b011;
				3'b011:state<=3'b100;
				3'b110:state<=3'b111;
				3'b100:if(pscore>=4'd8 || dscore>=4'd8)begin   
						state<=3'b111; 
					 end else if(pscore<=4'd5 && dscore<=4'd7)begin
						state<=3'b101;
					 end else if(dscore<=4'd5&&pscore<=4'd7)begin
						state<=3'b110;
					end else begin
						state=3'b111;
					end
				3'b101: if(dscore==4'd6 && (pcard3==4'd6 || pcard3==4'd7))begin   
						state<=3'b110;
					end else if(dscore==4'd5 && (pcard3==4'd6 || pcard3==4'd7||pcard3==4'd5 || pcard3==4'd4))begin
						state<=3'b110;
					end else if(dscore==4'd4 && (pcard3==4'd6 || pcard3==4'd7||pcard3==4'd5 || pcard3==4'd4||pcard3==4'd3 || pcard3==4'd2))begin
						state<=3'b110;
					end else if(dscore==4'd3 && pcard3==4'd8)begin
						state<=3'b111;
					end else if(dscore==4'd3)begin
						state<=3'b110;
					end else if(dscore==4'd7)begin
						state<=3'b111;
					end else begin
						state<=3'b110;
					end
				default:state<=3'b111;
			endcase
		end
	end
	always@(*)begin  
		load_pcard1=1'b0;
		load_pcard2=1'b0; 
		load_pcard3=1'b0;
		load_dcard1=1'b0;
		load_dcard2=1'b0;
		load_dcard3=1'b0;
		player_win_light=1'b0;
		dealer_win_light=1'b0;
			case(state)  
				3'b001:load_pcard1=1'b1;
				3'b011:load_pcard2=1'b1;
				3'b101:load_pcard3=1'b1;
				3'b010:load_dcard1=1'b1;
				3'b100:load_dcard2=1'b1;
				3'b110:load_dcard3=1'b1;
				3'b111:if(pscore==dscore)begin
					player_win_light=1'b1;
					dealer_win_light=1'b1;
					end else if(pscore>=dscore)begin
					player_win_light=1'b1;
					end else	begin
					dealer_win_light=1'b1;
					end
			endcase
	end
endmodule
module task5(input logic CLOCK_50, input logic [3:0] KEY, output logic [9:0] LEDR,
            output logic [6:0] HEX5, output logic [6:0] HEX4, output logic [6:0] HEX3,
            output logic [6:0] HEX2, output logic [6:0] HEX1, output logic [6:0] HEX0);
logic fast_clock, slow_clock, resetb;
logic load_pcard1, load_pcard2, load_pcard3;
logic load_dcard1, load_dcard2, load_dcard3;
logic [3:0] pscore, dscore;
logic [3:0] pcard3;
assign resetb = KEY[3];
assign slow_clock = KEY[0];
assign fast_clock = CLOCK_50;
datapath dp(.slow_clock(slow_clock),
            .fast_clock(fast_clock),
            .resetb(resetb),
            .load_pcard1(load_pcard1),
            .load_pcard2(load_pcard2),
            .load_pcard3(load_pcard3),
            .load_dcard1(load_dcard1),
            .load_dcard2(load_dcard2),
            .load_dcard3(load_dcard3),
            .dscore_out(dscore),
            .pscore_out(pscore),
            .pcard3_out(pcard3),
            .HEX5(HEX5),
            .HEX4(HEX4),
            .HEX3(HEX3),
            .HEX2(HEX2),
            .HEX1(HEX1),
            .HEX0(HEX0));
assign LEDR[3:0] = pscore;
assign LEDR[7:4] = dscore;
statemachine sm(.slow_clock(slow_clock),
                .resetb(resetb),
                .dscore(dscore),
                .pscore(pscore),
                .pcard3(pcard3),
                .load_pcard1(load_pcard1),
                .load_pcard2(load_pcard2),
                .load_pcard3(load_pcard3),						  
                .load_dcard1(load_dcard1),
                .load_dcard2(load_dcard2),
                .load_dcard3(load_dcard3),	
                .player_win_light(LEDR[8]), 
                .dealer_win_light(LEDR[9]));
endmodule
[flow/constraint.sdc]
current_design task5

set clk_period 8.5
set clk_io_pct 0.2

create_clock -name clk0 -period $clk_period [get_ports {CLOCK_50}]
create_clock -name clk1 -period $clk_period [get_ports {KEY}]

set non_clock_inputs [all_inputs -no_clocks]
set_input_delay [expr $clk_period * $clk_io_pct] -clock clk0 $non_clock_inputs
set_output_delay [expr $clk_period * $clk_io_pct] -clock clk0 [all_outputs]
[flow/config.mk]
export PLATFORM = sky130hd
export DESIGN_NAME = task5
export DESIGN_NICKNAME = task5
export VERILOG_FILES = /design/flow/design.v
export SDC_FILE = /design/flow/constraint.sdc
export NUM_CORES = 4
export LEC_CHECK = 1
export CORE_UTILIZATION = 30
[flow/run.sh]
#!/bin/bash
# OpenROAD 26Q1-2900-gdf79404cd8, Yosys 0.63+post, stock flow scripts
make -C /OpenROAD-flow-scripts/flow DESIGN_CONFIG=/design/flow/config.mk WORK_HOME=/design/flow/orfs finish
==> changes_impl.md <==
### Metrics

* Outcome: stopped before the end
* Halt Stage: 5_1_grt
* Error msg: [ERROR GRT-0116] Global routing finished with congestion. Check the congestion regions in the DRC Viewer.
* Compound-cell area share of the yosys netlist at approximately 18%
* Vias in the first global route at approximately 16000
* Num ports at about 57
* Synth Area per Inst at 8.998 sq um
* Area fraction in mux cells at 8.745%
* Dominant cell area share at a little under two fifths
* Ys async rst share at 0%
* Count of cell types in the netlist at 67
* Post-synth EDFFs at 0
* Pin count of the biggest net entering global routing at 17
* Cts-stage hold buffer count at 0
* Placer Congestion at 0.8709
* Synth top area cells: dfxtp_1, ha_1, inv_1, mux2_2, a21oi_1
* Top non-seq family: AND-OR/OR-AND gates
* GRT overflow at about 2300
* Synthesized flop and latch total at 102
* Hpwl dp at between 8000 and 9000 um
* Floorplan utilization at 30.80%
* Die height at 138.0 um
* Synth Cell Area at between 5000 and 6000 sq um
* FP Rows at 49
* Die W at around 140 um
* Sequential area share after synthesis at 36.78%
* Most common library cells after synthesis: dfxtp_1, inv_1, nor2_1
* Adder Share, Synth at 15.55%
* Ys Warns at 6
* Yosys stat area at 5552 sq um
* Largest area contributor in the netlist: dfxtp_1
* Gr usage total at around 76%
* PortBufs at 52
* Synth Instances at approximately 600
* XORs/XNORs by Area at 0.7663%
* Top-count cell post-synth: dfxtp_1
* First-pass GRT wire length at between 90000 and 100000 um
* # Cells Yosys at 617
* Main flop type: dfxtp_1
* Post-Synth Simple-Gate Area at roughly an eighth
[cell families after synthesis]
family,after synthesis
fa+ha+maj,63
flops,102
mux,37
compound gates,149
buf+inv,105
simple gates,157
xor+xnor,4
[metal layers]
layer,track usage [%],GRT overflow
met1,43.82,6
met5,120.8,139
met2,29.32,0
met4,152.1,1016
met3,133.5,1178
[per-stage QoR]
step	area [sq um]	setup slack, ns	power [W]	instances
3_3_place_gp	7024	-2.479	0.001564	950
2_1_floorplan	5771	-2.121	0.001602	617
4_1_cts	15720	-2.803	0.01224	1554
3_5_place_dp	7024	-2.484	0.001564	950
[what timing repair did]
item                       CTS
buffers inserted            30
hold endpoints to repair     0
pin swaps                   43
gates resized               83
setup endpoints to repair   15
No activity file was given, so power comes from the tool's default toggle rates.
